### run.sh
#!/bin/bash
# OpenROAD 26Q1-2900-gdf79404cd8, Yosys 0.63+post, stock flow scripts
make -C /OpenROAD-flow-scripts/flow DESIGN_CONFIG=/design/flow/config.mk WORK_HOME=/design/flow/orfs finish
### config.mk
export PLATFORM = sky130hd
export DESIGN_NAME = NEXYS4_DDR
export DESIGN_NICKNAME = NEXYS4_DDR
export VERILOG_FILES = /design/flow/design.v
export SDC_FILE = /design/flow/constraint.sdc
export NUM_CORES = 4
export LEC_CHECK = 1
export CORE_AREA = 10 10 110 110
export DIE_AREA = 0 0 120 120
### constraint.sdc
current_design NEXYS4_DDR

set clk_period 1.2
set clk_io_pct 0.2

create_clock -name clk0 -period $clk_period [get_ports {CLK100MHZ}]

set non_clock_inputs [all_inputs -no_clocks]
set_input_delay [expr $clk_period * $clk_io_pct] -clock clk0 $non_clock_inputs
set_output_delay [expr $clk_period * $clk_io_pct] -clock clk0 [all_outputs]
### design.v
module NEXYS4_DDR
(
      input   CLK100MHZ
    , input   CPU_RESETN
    , input   BTNC
    , input   [15:0] SW
    , output  [15:0] LED
    , input   UART_TXD_IN
    , output  UART_RXD_OUT
);
wire clk_gen;
assign clk_gen = CLK100MHZ;
logic modif_buf;
logic [7:0] data0_buf, data1_buf;
always @(posedge clk_gen) if (!CPU_RESETN) modif_buf <= 0; else modif_buf <= UART_TXD_IN;
always @(posedge clk_gen) if (!CPU_RESETN) data0_buf <= 0; else data0_buf <= SW[7:0];
always @(posedge clk_gen) if (!CPU_RESETN) data1_buf <= 0; else data1_buf <= SW[15:8];
logic modif_st0;
logic [7:0] data0_st0, data1_st0;
always @(posedge clk_gen) if (!CPU_RESETN) modif_st0 <= 0; else modif_st0 <= modif_buf;
     always @(posedge clk_gen) if (!CPU_RESETN) data0_st0 <= 0; else data0_st0 <= data0_buf ^ data1_buf; 
always @(posedge clk_gen) if (!CPU_RESETN) data1_st0 <= 0; else data1_st0 <= data1_buf;
logic modif_st1;
logic [7:0] data0_st1, data1_st1;
always @(posedge clk_gen) if (!CPU_RESETN) modif_st1 <= 0; else modif_st1 <= modif_st0;
     always @(posedge clk_gen) if (!CPU_RESETN) data0_st1 <= 0; else data0_st1 <= data0_st0 ^ data1_st0; 
always @(posedge clk_gen) if (!CPU_RESETN) data1_st1 <= 0; else data1_st1 <= data1_st0;
assign LED[7:0] = data0_st1;
assign LED[15:8] = data1_st1;
endmodule
==> impl_metrics.py <==
# Synthesis and PnR figures
metrics = {
    "status": {
        "status": "completed",
    },
    "layout": {
        "drive_gt1_frac": 0.0395,
        "fill_cells": 1088,
        "area_growth_pct": 35.3,
        "comb_area_um2": 444,
        "seq_area_um2": 961,
        "final_cell_mix": "48 x and2_1, 48 x dfxtp_1, 17 x clkdlybuf4s50_1",
    },
    "drt": {
        "wirelength_um": 2120,
        "vias_per_cell": 2.85,
        "wl_per_cell_um": 7.44,
        "detail-route-antenna-nets": 0,
        "first_pass_iters": 2,
        "drc": 0,
        "drt-initial-drc-count": 12,
        "vias": 812,
        "antenna_cells": 0,
    },
    "power": {
        "peakVddDrop_v": 0.000314,
        "p_per_area_nw_per_um2": 1370,
        "p_leak_uw": 0.000879,
    },
    "job": {
        "warning_count": 27,
        "max-cap-violations": 0,
    },
    "yosys": {
        "netlist_area_um2": 1460,
        "synth.avg_cell_area_um2": 12.2,
        "yosys-stat-cells": 119,
        "synth_flops": 48,
        "synth_warnings": 2,
        "syn_inst": 119,
        "yosysUniqueCellTypes": 7,
        "synth_seq_share": 0.660,
        "yosys_area_um2": 1460,
    },
    "clock_tree": {
        "cts_buffers": 5,
        "post_cts_buffers": 0,
        "clock-sinks": 48,
        "postCtsResizedCells": 16,
        "clock_path_buffers": 2,
        "clkTransAtPathRegs_ps": 70,
        "hold_buffers": 0,
        "tritoncts": "built",
        "cts_root_buf": "clkbuf_8",
        "clk_latency_ps": 280,
        "htreeDepth": 2,
    },
    "critical_path": {
        "cp_slowest_stage_delay_ps": 300,
        "path_cells": "dlygate4sd2_1",
        "critPathRequiredTime_ps": 960,
        "cp_num_buf_inv": 1,
        "path_class": "reg2out",
        "cpLargestDelayFamily": "flip-flops",
        "crit_path_max_fanout": 1,
        "critical_path_arrival_ps": 830,
        "worst_setup_path_start_kind": "flop",
        "crit_path_top_delay_cell": "dfxtp_1",
        "end_kind": "primary output",
    },
    "global_routing": {
        "antenna_found_initial": 0,
        "grt.total_usage": 0.0309,
        "grt_max_degree": 49,
        "grt-ovfl-total": 0,
        "grt_pass1_wl_um": 3640,
        "grt_pass1_vias": 782,
    },
    "final_timing": {
        "finalHoldViolCount": 0,
        "finalCritPeriodShare": 0.888,
        "fmax_mhz": 939,
        "setup_viol": 0,
        "setup_tns_ps": 0,
        "fin_skew_ps": 0.597,
        "final.min_clock_period_ps": 1070,
        "rsz0062_at_grt": "false",
        "hold_ws_ps": 475,
        "final_max_slew_viol_count": 0,
    },
    "die": {
        "die_x_um": 120,
        "die-area_um2": 14400,
        "fp.coreArea_um2": 9770,
        "floorplanUtilization": 0.149,
        "core.rowCount": 36,
        "num_io_pins": 37,
        "chipHeight_um": 120,
    },
    "placement": {
        "io_buffers": 33,
        "hpwl_um": 1690,
        "gp_congestion": 0.645,
    },
    "min_path": {
        "min_path_type": "reg2reg",
    },
}
through the flow:
step	utilization	instance area [um^2]	std cells	power, uW	worst slack (ps)
2_1_floorplan	-	1460	119	1840	486
6_report	0.202	1970	285	2700	134
5_1_grt	0.202	1970	285	2870	86.0
4_1_cts	0.202	1970	285	2760	112
3_5_place_dp	0.197	1920	280	1960	37.8
3_3_place_gp	0.197	1920	280	1960	43.6
power breakdown:
part           total [uW]  switching [uW]  internal, uW
clock                 799             424           375
combinational         189            51.1           138
sequential           1710            30.9          1680
total                2700             506          2190
Yosys cell counts, drive strengths merged:
| cell | number | area [um^2] |
|---|---|---|
| buf | 4 | 41.3 |
| clkbuf | 2 | 10.0 |
| xor2 | 16 | 140 |
| and2 | 48 | 300 |
| dfxtp | 48 | 961 |
| conb | 1 | 3.75 |
path summary, 6_finish.rpt:
| check | slack (ps) | startpoint | end | cells after the start |
|---|---|---|---|---|
| worst max-delay path | 130 | data1_st1[1]$_SDFF_PN0_ | LED[9] | 1 |
| worst min-delay path | 470 | data1_st0[0]$_SDFF_PN0_ | data1_st1[0]$_SDFF_PN0_ | 1 |
| worst max register to register | 480 | data1_st0[5]$_SDFF_PN0_ | data0_st1[5]$_SDFF_PN0_ | 2 |
| worst min register to register | 470 | data1_st0[0]$_SDFF_PN0_ | data1_st1[0]$_SDFF_PN0_ | 1 |
routing by layer:
layer / share of wire / GRT usage / up-vias
li1: - / - / 416
met4: 0.020 / 0.00603 / 0
met1: 0.37 / 0.0335 / 365
met2: 0.49 / 0.0509 / 24
met3: 0.12 / 0.0190 / 7
met5: 0 / 0 / -
registers in the layout, summed over array words and instances (netlist names):
signal,flops
data0_buf,8
data1_st1,8
data0_st1,8
data1_st0,8
data1_buf,8
data0_st0,8
cell families (layout without fill, tap and decap cells):
kind of cell / count (synthesis) / in the layout / share of synthesized area
DFF: 48 / 48 / 0.660
other: 1 / 1 / 0.00257
and+or+nand+nor: 48 / 48 / 0.206
xor gates and xnor gates: 16 / 16 / 0.0962
buffers and inverters: 6 / 39 / 0.0352
final cells by class:
type / count / share of cell area
clock buffer: 5 / 0.0349
multi-input combinational: 65 / 0.225
sequential: 48 / 0.488
tap: 133 / 0.0844
timing repair buffer: 34 / 0.168
Power and IR drop assume default switching activity.
